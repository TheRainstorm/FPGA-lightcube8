`/design/flow/config.mk`:
```
export PLATFORM = sky130hd
export DESIGN_NAME = Display
export DESIGN_NICKNAME = Display
export VERILOG_FILES = /design/flow/design.v
export SDC_FILE = /design/flow/constraint.sdc
export NUM_CORES = 4
export LEC_CHECK = 1
export CORE_AREA = 10 10 213 213
export DIE_AREA = 0 0 223 223
```
`/design/flow/constraint.sdc`:
```
current_design Display

set clk_period 4.4
set clk_io_pct 0.2

create_clock -name clk0 -period $clk_period [get_ports {clk}]

set non_clock_inputs [all_inputs -no_clocks]
set_input_delay [expr $clk_period * $clk_io_pct] -clock clk0 $non_clock_inputs
set_output_delay [expr $clk_period * $clk_io_pct] -clock clk0 [all_outputs]
```
`/design/flow/design.v`:
```
module Display #(parameter SCAN_CLK_DIV=14)(
    input wire clk,
    input wire rst,
    input wire [8*64-1: 0] frame_cube_flat,
    input wire sync,
    output wire [7:0] high_csn,              
    output wire [7:0] row,                   
    output wire [7:0] row_cs                 
);
    wire [7:0] frame_cube [63:0];
    genvar i;
    generate
        for(i = 0; i < 64; i = i + 1)
        begin : gen_frame
            assign frame_cube[i] = frame_cube_flat[(i<<3) + 7 -: 8];
        end
    endgenerate
    reg [SCAN_CLK_DIV-1:0] cnt;
    always @(posedge clk) begin
        cnt <= rst | sync ? 0 : cnt + 1;
    end
    wire [5:0] scan_row;
    assign scan_row = cnt[SCAN_CLK_DIV-1 -: 6];
    wire [7:0] high_csn_tmp;
    assign high_csn = ~high_csn_tmp;
    decoder3x8 decoder1(
        .x(scan_row[5:3]),
        .y(high_csn_tmp)
    );
    decoder3x8 decoder2(
        .x(scan_row[2:0]),
        .y(row_cs)
    );
    assign row = frame_cube[scan_row];
endmodule
module decoder3x8 (
    input wire [2 : 0] x,
    output reg [7 : 0] y
);
    always @(x) begin
        case(x)
            3'b000 : y = 8'b0000_0001;
            3'b001 : y = 8'b0000_0010;
            3'b010 : y = 8'b0000_0100;
            3'b011 : y = 8'b0000_1000;
            3'b100 : y = 8'b0001_0000;
            3'b101 : y = 8'b0010_0000;
            3'b110 : y = 8'b0100_0000;
            3'b111 : y = 8'b1000_0000;
        endcase
    end
endmodule
```
`/design/flow/run.sh`:
```
#!/bin/bash
# OpenROAD 26Q1-2900-gdf79404cd8, Yosys 0.63+post, stock flow scripts
make -C /OpenROAD-flow-scripts/flow DESIGN_CONFIG=/design/flow/config.mk WORK_HOME=/design/flow/orfs finish
```
==> Changelog: implementation <==
### Changed

* Routed len/inst at 34.58 um
* Multiplexer share at 5.442%
* Total CTS buffers at 5
* Root Driver: clkbuf_16
* Worst hold start: cnt[0]
* Yosys chip area at 5311 um^2
* Final Hold Violation Tally at 0
* Critical Path Most Common Cell: clkdlybuf4s50_1
* Clock Latency Late Sink at 0.27 ns
* Wl on met1 at 25,910 um
* Main logic family: simple AND/OR/NAND/NOR gates
* Number of port buffers at 538
* Bufs on Longest Clock Path at 2
* Seq share, synth at 11.31%
* DIE AREA at 49,730 um^2
* Period utilisation layout at 98.62%
* Distinct lib cells used at 64
* Crit path DRT at 3.52 ns
* Metal2 WL at 31,060 um
* Yosys simple share at 38.99%
* Total GRT Usage at 24.76%
* Pre-Place Util at 13.01%
* Iteration-0 DRC Markers at 748
* Max Cap Viol at 0
* Number of global-route vias before repair at 10,330
* Final Wtd Congestion at 0.9783
* Final slew viol count at 0
* Crit path capture type: output pin
* Crit-path max FO at 1
* Cell type with the largest total area: nand3_1
* Max-area cell share at 12.16%
* Synth Area in Adders at 0.2356%
* # DRC at 0
* Post-synthesis average cell area at 6.970 um^2
* Maximum vdd ir drop at 0.0001511 V
* Wire length on met3 at 5668 um
* Critical path arrival at 3.46 ns
* Post-Synth XOR/XNOR Area at 1.979%
* Die W at 223 um
* Ys cells at 762
* Core Util, Final at 30.03%
* Highest Signal Layer: met5
* DRT Wirelength at 64,450 um
* I/O pins at 539
* DRT antenna net count at 0
* Minimum clock period at 4.339 ns
* Startpoint Class: input port
* Tot Pwr at 0.001117 W
* Largest cells by area after synthesis: nand3_1 (12%), a32oi_1 (12%), dfxtp_1 (11%)
* Clk_skew at 0.003522 ns
* Share of layout cells above drive strength 1 at 13.34%
* Register area at 614.3 um^2
* Status: finished clean
* Synth flops at 30
* CP bufs+invs at 2
* Largest net degree at the start of global routing at 66
* Crit Path Category: in2out
* Top cell excl fill/tap: clkdlybuf4s50_1
* Fmax at 230.5 MHz
* Hold/Removal Path Class: reg2reg
* Die Y-Extent at 223 um
* Clock sinks at 30
* # rows at 74
* Top cell family by delay on the critical path: simple AND/OR/NAND/NOR gates
* Total number of yosys warnings at 2
* CTS tree: built
* Cts hold-fix bufs at 0
* First-pass GRT wire length at 85,360 um
* Biggest cell delay along the critical path at 0.59 ns
* P&R area growth vs syn at 130.9%
* Worst reg2reg setup slack at 2.02 ns
* Lkg Pwr at 4.289 nW
* Fill count at 4,333
* Comb area at 4429 um^2
* Worst slew margin at 53.89%
* Crit path from: frame_cube_flat[215]
* Top_reg_cell synth: dfxtp_1
* Slew @ Worst Pin at 0.6909 ns
* H-tree levels at 2
* DR vias/cell at 5.208
* Core area at 40,830 um^2
* Worst-path clk slew at 0.05 ns
* Synthesized cell area at 5311 um^2
* Via count at 9,707
* AO/OA Area Share at 32.53%
* CP cell instances: clkdlybuf4s50_1 > mux2i_1 > nor4_1 > a31oi_1 > nand4_1 > or4_4 > o32a_1 > clkdlybuf4s50_1
* Pwr dens at 91.10 nW/um^2
* Top cells excl fill/tap: clkdlybuf4s50_1 (538), nand3_1 (129), buf_4 (106)
* Ys async rst share at 0%
* DP HPWL at 53,530 um
* Post-synth EDFFs at 0
* Reg2reg start: cnt[10]
* DRT Pass-1 Iters at 7
* Initial antenna violation count at 11
* OpenROAD warning count at 25
* Synth Instances at 762
* CP max stage cell: or4_4
* Gr ovfl total at 0
* Final setup violation count at 0
state kept, by name, indices dropped and copies added (netlist names):
name,cells
high_csn_tmp,8
cnt,14
row_cs,8
path summary, 6_finish.rpt:
kind | end | cells past startpoint
setup / recovery | row[7] | 8
hold / removal | cnt[0] | 1
setup reg to reg | high_csn_tmp[7] | 7
hold reg to reg | cnt[0] | 1
routing by layer:
metal / up-vias / global-route usage, %
met5: - / 0
met4: 4 / 5.972
met3: 83 / 6.587
met2: 657 / 41.86
met1: 4707 / 30.63
li1: 4256 / -
cells in the mapped netlist (all sizes together) (2+ instances only):
library cell	instances
nor4b	4
xnor2	4
and4b	3
xor2	8
dfxtp	30
nor4	17
a31oi	25
a32oi	71
buf	47
a22o	13
o32a	4
nand2	32
nand2b	5
a221oi	5
o22a	3
or2	2
a22oi	41
o2111ai	2
a21oi	9
o21ai	8
mux2i	12
or4	9
a32o	8
inv	12
clkbuf	47
and4	4
a211oi	2
nand4	46
nor4bb	5
nor3	20
nor2	37
and3	32
nor2b	6
a2111oi	8
mux2	13
o31ai	2
o31a	2
and2	15
nand3	129
a222oi	4
o22ai	2
kinds of logic (layout without fill, tap and decap cells):
group | Yosys count | count (layout)
other | 0 | 5
multiplexers | 26 | 26
buffers and inverters | 107 | 672
adder cells (fa/ha/maj) | 1 | 1
flip-flops | 30 | 30
AND-OR/OR-AND | 214 | 214
XOR/XNOR | 12 | 12
AND/OR/NAND/NOR | 372 | 372
cell type report:
class                      count  area share, %
timing repair buffer         653          51.81
multi-input combinational    625          36.12
tap                          532          5.429
sequential                    30          5.010
clock buffer                   6          1.133
inverter                      13         0.3980
antenna                        5         0.1020
through the flow:
step | hold WS [ns] | area, um^2 | std cells | TNS [ns] | setup slack (ns)
2_1_floorplan | 0.4412 | 5311 | 762 | 0 | 1.268
3_3_place_gp | 0.4600 | 11990 | 1848 | -0.4501 | -0.2545
3_5_place_dp | 0.4672 | 11990 | 1848 | -0.4481 | -0.2427
4_1_cts | 0.4841 | 12210 | 1857 | 0 | 0.005720
5_1_grt | 0.5115 | 12250 | 1860 | -0.0004781 | -0.0004781
6_report | 0.4856 | 12260 | 1864 | 0 | 0.06072
power by group:
| part | internal [W] | total, W | switching [W] | leakage, nW |
|---|---|---|---|---|
| Combinational | 0.000421 | 0.000527 | 0.000106 | 3.97 |
| Clock | 0.000217 | 0.000317 | 0.000100 | 0.0688 |
| Sequential | 0.000272 | 0.000273 | 0.00000111 | 0.245 |
| Total | 0.000909 | 0.00112 | 0.000208 | 4.29 |
timing repair:
action                                  CTS  global route
setup buffers                             3             2
gates resized                            17             5
pin swaps                                 1             0
endpoints found under the setup margin    8             5
gates cloned                              0             0
Power is estimated from default activity; no workload was simulated.
