==> ./run.sh <==
#!/bin/bash
# OpenROAD 26Q1-2900-gdf79404cd8, Yosys 0.63+post, stock flow scripts
make -C /OpenROAD-flow-scripts/flow DESIGN_CONFIG=/design/flow/config.mk WORK_HOME=/design/flow/orfs finish
==> ./config.mk <==
export PLATFORM = sky130hd
export DESIGN_NAME = frame_gen
export DESIGN_NICKNAME = frame_gen
export VERILOG_FILES = /design/flow/design.v
export SDC_FILE = /design/flow/constraint.sdc
export NUM_CORES = 4
export LEC_CHECK = 1
export CORE_AREA = 10 10 205 205
export DIE_AREA = 0 0 215 215
==> ./constraint.sdc <==
current_design frame_gen

set clk_period 6.7
set clk_io_pct 0.2

create_clock -name clk0 -period $clk_period [get_ports {clk}]

set non_clock_inputs [all_inputs -no_clocks]
set_input_delay [expr $clk_period * $clk_io_pct] -clock clk0 $non_clock_inputs
set_output_delay [expr $clk_period * $clk_io_pct] -clock clk0 [all_outputs]
==> ./design.v <==
module frame_gen #(parameter FRAME_GEN_CLK_DIV=23)(
    input wire clk,
    input wire rst,
    input wire en,
    input wire [3: 0] display_speed,
    output wire [8*64-1: 0] frame_cube_flat,
    output wire frame_valid
);
    reg [3: 0] speed_cnt;    
    wire speed_ctrl;
    assign speed_ctrl = (speed_cnt == display_speed);
    always @(posedge clk) begin
        speed_cnt <= rst | ~en | speed_ctrl? 0 : speed_cnt + 1;
    end
    reg [FRAME_GEN_CLK_DIV-1:0] cnt;
    always @(posedge clk) begin
        cnt <= rst | ~en? 0 :
               speed_ctrl ? cnt + 1 : cnt;
    end
    assign frame_valid = en & (cnt == 0) & (speed_cnt==0);
    reg [5: 0] scan_row;
    always @(posedge clk) begin
        if(rst) begin
            scan_row <= 0;
        end else begin
            if(frame_valid) begin
                scan_row <= scan_row + 1;
            end
        end
    end
    wire [63: 0] mask;
    decoder6x64 decoder6x64(scan_row, mask);
    wire [7:0] frame_cube [63:0];
    genvar i;
    generate
        for (i = 0; i < 64; i = i + 1)
        begin
            assign frame_cube[i] = 8'hff & {8{mask[i]}};
        end
    endgenerate
    generate
        for(i = 0; i < 64; i = i + 1)
        begin : gen_frame
            assign frame_cube_flat[(i<<3) + 7 -: 8] = frame_cube[i];
        end
    endgenerate
endmodule
module decoder4x16 (
    input wire [3 : 0] x,
    output reg [15 : 0] y
);
    always @(x) begin
        case(x)
            4'b0000 : y = 16'b0000_0000_0000_0001;
            4'b0001 : y = 16'b0000_0000_0000_0010;
            4'b0010 : y = 16'b0000_0000_0000_0100;
            4'b0011 : y = 16'b0000_0000_0000_1000;
            4'b0100 : y = 16'b0000_0000_0001_0000;
            4'b0101 : y = 16'b0000_0000_0010_0000;
            4'b0110 : y = 16'b0000_0000_0100_0000;
            4'b0111 : y = 16'b0000_0000_1000_0000;
            4'b1000 : y = 16'b0000_0001_0000_0000;
            4'b1001 : y = 16'b0000_0010_0000_0000;
            4'b1010 : y = 16'b0000_0100_0000_0000;
            4'b1011 : y = 16'b0000_1000_0000_0000;
            4'b1100 : y = 16'b0001_0000_0000_0000;
            4'b1101 : y = 16'b0010_0000_0000_0000;
            4'b1110 : y = 16'b0100_0000_0000_0000;
            4'b1111 : y = 16'b1000_0000_0000_0000;
        endcase
    end
endmodule
module decoder6x64 (
    input wire [5 : 0] x,
    output wire [63 : 0] y
);
    wire [15: 0] y1;
    wire [31: 0] y2;
    decoder4x16 d1 (
        .x(x[3:0]),
        .y(y1)
    );
    assign y2 = x[4] ? {y1, 16'b0} : {16'b0, y1};
    assign y = x[5] ? {y2, 32'b0} : {32'b0, y2};
endmodule
==> summary.txt <==
fresh numbers from the pnr run: status=finished clean, Worst Setup End Kind=primary output, cts-stage hold buffer count=0, buffers added on ports=between 500 and 600, Slew @ Worst Pin=821 ps, comb area leader=buffers and inverters, crit path time final=5130 ps, placed cell areas=about 8500 um^2, CP startpoint=en, CP Class=in2out, yosys simple share=0.180, most used flip-flop cell=dfxtp_1, slew margin rel.=0.452, GRT Residual Overflow=0, fp_density=0.162, Synth warnings=2, CP max stage delay=approximately 580 ps, post-layout period usage of the worst path=0.765, Post-synth regs=between 40 and 50, Adder Share, Synth=0.0102, Net Sw Frac=0.230, Late-Pin Clk Latency=~290 ps, Yosys cell types=41, Critical Path AT=approximately 3800 ps, mux share=0.0117, EDFF count, synth=0, WL per Instance=~18 um, xor/xnor share=0.0373, CP Max Fanout=12, P_sw=between 150 and 200 uW, aoi share=0.0318, Seq pwr share=0.440, pre-CTS setup slack=~1600 ps, post-synth design cell area=between 6000 and 7000 um^2, maximum vdd ir drop=around 0.13 mV, syn_area_per_cell=between 7 and 8 um^2, pwr dens=about 80 nW/um^2, Async S/R FF share, synth=0, Fin. Hold Viols=0, fin area=slightly below 9000 um^2, max frequency=between 150 and 200 MHz, clk sink count=between 40 and 50, OpenROAD warning count=27, GPL Wtd Cong=0.817, routed vias=around 4.5k, P_leak=~2.9 nW, internal reg-to-reg setup slack=4060 ps, Chip Width=215 um, Top Layout Cells=clkdlybuf4s50_1 (519), and2_1 (51), dfxtp_1 (49), setup tns final=0 ps, Combinational Power Share=0.130, die height=around 220 um, post-synthesis sequential area ratio=0.161, CP max-delay cell=clkdlybuf4s50_1, DR pass1 iterations=4, hpwl dp=approximately 21000 um, most frequent logic cell in the layout=clkdlybuf4s50_1, first-pass GRT wire length=around 34000 um, yosys stat cell total=roughly 800, Worst setup endpoint=frame_valid, I/O pin count=about 520, Avg Vias per Cell=around 3.3, drt total wl=roughly 24000 um, clock root cell=clkbuf_16, Top cells by area=buf_4 (55%), dfxtp_1 (16%), and2_1 (5.2%), xor2_1 (2.6%), nor2_1 (2.3%), initial antenna violation count=1, Worst Hold Class=reg2reg, Post-CTS Setup Bufs=0, Worst-path clk slew=~70 ps, Iter 0 DRT Violations=between 200 and 250, hold_sp=speed_cnt[0], RR Endpoint=decoder6x64.y1[10], Core Area=~38000 um^2, crit-path cells=clkdlybuf4s50_1 -> nor4b_1 -> nand4_1 -> nor2_4 -> clkdlybuf4s50_1, Gate Count Post-Synth=approximately 800, Rows=about 70, Final ANT Viol Nets=0, die area=46200 um^2, final slew viol count=0, max cap viols=0, final core utilization=0.232, worst reg2reg startpoint=cnt[13], post-cts sizing count=0, DRC violations left=0, Final setup viols=0, Clock H-tree levels=2, Final Skew=approximately 6.8 ps, Setup WS post-layout=roughly 1600 ps, Top-area cell share=0.551, Layout fillers=~4.0k, RSZ-0062 raised after global routing=no, CTS tree=built, vias in the first global route=~4.5k, CTS Buf Count=5, clk buf depth=2, proportion of power drawn by the clock network=0.431, post-synth top area cell=buf_4, Most common cell on crit path=clkdlybuf4s50_1, Startpoint Class=input port, share of layout cells above drive strength 1=0.0271, crit path DRT=approximately 5400 ps, All-Layer GR Usage=0.0968, antenna cells=0, Layout Area Growth over Synthesis=42.9%, overall power=between 600 and 700 uW, R2R depth=5, Pint=534 uW, largest net degree at the start of global routing=25, YS chip area=between 6000 and 7000 um^2
[power groups by stage]
stage | registers [mW] | logic [mW] | clock network, mW
CTS | 0.306 | 0.0917 | 0.305
global route | 0.307 | 0.0991 | 0.321
finish | 0.305 | 0.0901 | 0.299
[cells in the mapped netlist (8+ instances only)]
| cell | n |
|---|---|
| buf_4 | 448 |
| inv_1 | 9 |
| and2_1 | 51 |
| nor3_1 | 12 |
| and3_1 | 22 |
| clkbuf_1 | 16 |
| xnor2_1 | 8 |
| xor2_1 | 18 |
| o21ai_0 | 9 |
| nor2_1 | 37 |
| nand3_1 | 9 |
| dfxtp_1 | 49 |
| a21oi_1 | 10 |
| nand2_1 | 9 |
| nand4_1 | 15 |
[worst min-delay path by stage]
stage | cells past startpoint | endpoint
finish | 1 | speed_cnt[0]
global route | 2 | cnt[22]
CTS | 2 | cnt[22]
[routing by layer]
metal / track usage / vias to the layer above / share of wire
li1: - / 2182 / -
met2: 0.182 / 202 / 0.54
met3: 0.0246 / 12 / 0.072
met1: 0.113 / 2110 / 0.38
met5: 0 / - / 0
met4: 0.00516 / 0 / 0.0057
[worst max-delay path: cells and delay by family]
family,cells,cell delay (ps)
simple gates,3,1380
buf+inv,2,1070
[registers in the layout (all words and copies together) (netlist names)]
register        flops
cnt                23
speed_cnt           4
decoder6x64.y1     16
scan_row            6
[through the flow]
| step | cells | hold slack, ps |
|---|---|---|
| 3_5_place_dp | 1352 | 484 |
| 4_1_cts | 1360 | 497 |
| 5_1_grt | 1360 | 519 |
| 3_3_place_gp | 1352 | 470 |
| 2_1_floorplan | 784 | 451 |
| 6_report | 1360 | 494 |
[cell type report]
cell class | count | area, um^2 | area share
multi-input combinational | 259 | 1660 | 0.190
inverter | 9 | 33.8 | 0.00387
clock buffer | 6 | 139 | 0.0159
timing repair buffer | 524 | 5230 | 0.600
tap | 511 | 639 | 0.0733
sequential | 49 | 981 | 0.112
clock inverter | 2 | 37.5 | 0.00430
[kinds of logic after synthesis]
group | after synthesis
buf+inv | 476
simple gates | 190
flops | 49
compound gates | 31
xor+xnor | 26
mux | 7
fa+ha+maj | 5
No activity file was given, so power comes from the tool's default toggle rates.
